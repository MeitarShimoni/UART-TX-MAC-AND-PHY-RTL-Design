$ cat /design/flow/run.sh
#!/bin/bash
# OpenROAD 26Q1-2900-gdf79404cd8, Yosys 0.63+post, stock flow scripts
make -C /OpenROAD-flow-scripts/flow DESIGN_CONFIG=/design/flow/config.mk WORK_HOME=/design/flow/orfs finish
$ cat /design/flow/config.mk
export PLATFORM = sky130hd
export DESIGN_NAME = top_seven_segment_controller
export DESIGN_NICKNAME = top_seven_segment_controller
export VERILOG_FILES = /design/flow/design.v
export SDC_FILE = /design/flow/constraint.sdc
export NUM_CORES = 4
export LEC_CHECK = 1
export CORE_AREA = 10 10 95 95
export DIE_AREA = 0 0 105 105
$ cat /design/flow/constraint.sdc
current_design top_seven_segment_controller

set clk_period 3.8
set clk_io_pct 0.2

create_clock -name clk0 -period $clk_period [get_ports {system_clock}]

set non_clock_inputs [all_inputs -no_clocks]
set_input_delay [expr $clk_period * $clk_io_pct] -clock clk0 $non_clock_inputs
set_output_delay [expr $clk_period * $clk_io_pct] -clock clk0 [all_outputs]
$ cat /design/flow/design.v
module anode_decoder(
    input [7:0] anode_in,
    output reg [2:0] anode_sel
);
always @(*) begin
    case (anode_in)
        ~(8'b0000_0001): anode_sel = 7;
        ~(8'b0000_0010): anode_sel = 6;
        ~(8'b0000_0100): anode_sel = 5; 
        ~(8'b0000_1000): anode_sel = 4;
        ~(8'b0001_0000): anode_sel = 3;
        ~(8'b0010_0000): anode_sel = 2;
        ~(8'b0100_0000): anode_sel = 1;
        ~(8'b1000_0000): anode_sel = 0; 
        default: anode_sel = 3'b100;  
    endcase
end
endmodule
module decoder_bin2hex(
    input [3:0] bin_in_hex,
    output reg [6:0] decoded
);
always @(*) begin
    case (bin_in_hex)
        4'b0000: decoded = ~(7'b111_1110);  
        4'b0001: decoded = ~(7'b011_0000);  
        4'b0010: decoded = ~(7'b110_1101);  
        4'b0011: decoded = ~(7'b111_1001);  
        4'b0100: decoded = ~(7'b011_0011);  
        4'b0101: decoded = ~(7'b101_1011);  
        4'b0110: decoded = ~(7'b101_1111);  
        4'b0111: decoded = ~(7'b111_0000);  
        4'b1000: decoded = ~(7'b111_1111);  
        4'b1001: decoded = ~(7'b111_1011);  
        4'b1010: decoded = ~(7'b111_0111);  
        4'b1011: decoded = ~(7'b001_1111);  
        4'b1100: decoded = ~(7'b100_1110);  
        4'b1101: decoded = ~(7'b011_1101);  
        4'b1110: decoded = ~(7'b100_1111);  
        4'b1111: decoded = ~(7'b100_0111);  
        default: decoded = ~(7'b111_1110);  
    endcase
end 
endmodule
module mux4x1(
    input [3:0] in0,
    input [3:0] in1,
    input [3:0] in2,
    input [3:0] in3,
    input [3:0] in4,
    input [3:0] in5,
    input [3:0] in6,
    input [3:0] in7,
    input [2:0] sel,
    output reg [3:0] mux_out
);
always @(*) begin
    case (sel)
        3'd0: mux_out = in0;
        3'd1: mux_out = in1;
        3'd2: mux_out = in2;
        3'd3: mux_out = in3;
        3'd4: mux_out = in4;
        3'd5: mux_out = in5;
        3'd6: mux_out = in6;
        3'd7: mux_out = in7;
        default: mux_out = 0;  
    endcase
end
endmodule
module rotate_register#(parameter DATA_WIDTH = 8)(
    input clk,
    input CE,
    input reset_n,
    output reg [DATA_WIDTH-1:0] parallel_out
);
always @(posedge clk or negedge reset_n) begin
    if(!reset_n) begin
        parallel_out <= 8'b1000_0000;
    end else if (CE) begin
        parallel_out <= {parallel_out[0], parallel_out[7:1]};
    end else parallel_out <= parallel_out;  
end
endmodule
module top_seven_segment_controller(
    input system_clock, 
    input clock_enable,
    input cpu_rst_n,
    input [7:0] seg87,
    input [7:0] seg65,
    input [7:0] seg43,
    input [7:0] seg21,
    output [6:0] cathodes_out, 
    output [7:0] anode_out
);
wire [2:0] anode_sel;
wire [3:0] hexa_digit;
wire [32:0] total_disp;
assign total_disp = {seg87,seg65,seg43,seg21};
rotate_register rot_reg_inst(
    .clk(system_clock),
    .CE(clock_enable),
    .reset_n(cpu_rst_n),
    .parallel_out(anode_out)
);
anode_decoder anode_dec_inst(
    .anode_in(anode_out),
    .anode_sel(anode_sel)
);
mux4x1 mux_inst(
    .in0(seg87[7:4]),  
    .in1(seg87[3:0]),  
    .in2(seg65[7:4]),  
    .in3(seg65[3:0]),  
    .in4(seg43[7:4]),
    .in5(seg43[3:0]),
    .in6(seg21[7:4]),
    .in7(seg21[3:0]),
    .sel(anode_sel),
    .mux_out(hexa_digit)
);
decoder_bin2hex dec_inst(
    .bin_in_hex(hexa_digit),
    .decoded(cathodes_out)
);
endmodule
==> Changelog: implementation <==
### Metrics

* Status: completed
* Post-synth EDFFs at 0
* Int Power at 0.3644 mW
* Log Warnings at 31
* Post-route ant nets at 0
* Synth mux share at 13.69%
* Top Ports at 50
* Critical path data required time at 3.04 ns
* Part of the cycle the worst path needs at 99.23%
* Htree depth at 1
* Placed insts at 278
* Top Layout Cells: 47 x clkdlybuf4s50_1, 24 x buf_4, 9 x inv_1, 8 x mux2i_1, 7 x mux2_2
* Critical path class: flop to output port
* Final hold vios at 0
* Power share of the combinational group at 52.2%
* Maximum VDD drop at 393.3 uV
* Post-route insts no fill at 287
* Die Ht at 105 um
* Yosys warnings at 4
* Syn Inst Count at 125
* Global Route Usage Sum at 6.913%
* CTS tree: yes
* Starting Density at 16.81%
* CTS buffer count at 3
* Sequential Power Share at 28.7%
* Via count at 1176
* Sw Ratio at 32.61%
* Number of flip-flops in the largest register at 8
* Fmax at 0.2652 GHz
* Post-DP Area at 0.001831 mm2
* Design Area, Final at 0.002007 mm2
* Synth Area in Simple Gates at 20.47%
* Aoi share at 26.29%
* Setup crit end kind: output port
* Logic family by area: AND-OR/OR-AND gates
* Post-Synth XOR/XNOR Area at 5.280%
* Wire length per cell at 13.37 um
* Syn Std Cell Area at 0.001161 mm2
* Initial antenna violation count at 0
* Largest registers: rot_reg_inst.parallel_out: 8 flops
* RSZ-0062 raised after global routing: yes
* Seq share, synth at 17.35%
* Number of diodes at 0
* Worst Setup Start Kind: flop
* Slew headroom at 75.06%
* Clk sinks at 8
* Adders+Majority by Area at 6.466%
* CP Max Fanout at 8
* # Max-Cap Violations at 0
* Remaining Overflow, GRT at 0
* Die area at 0.01103 mm2
* Clock slew at reported path FFs at 0.04 ns
* P_leak at 0.7898 nW
* GP Congestion at 0.7967
* Hold WC Path Type: flop to flop
* First-pass DRT Iterations at 4
* Distinct cell type count after synthesis at 48
* CTS Buffer Depth at 2
* Most numerous logic cell after layout: clkdlybuf4s50_1
* Routed met1 length at 1.937 mm
* Reg with most FFs: rot_reg_inst.parallel_out
* Share of layout cells above drive strength 1 at 31.94%
* Final setup viols at 0
* Routed Wire Length at 3.838 mm
* Tightest Pin Transition at 0.3729 ns
* Area Growth Syn to Fin at 72.84%
* WHS at 0.5942 ns
* Fin. max-slew vios at 0
* Core region area at 0.006907 mm2
* Fin crit period at 3.771 ns
* Initial DRC count at 63
* Largest net degree at the start of global routing at 14
* Root Buffer: clkbuf_8
* Row cnt at 30
* Vias in the first global route at 1214
* First-pass GRT wire length at 6.361 mm
* Top sig layer: met4
* Power Dens Cells at 269.4 mW/mm2
* Vias per inst at 4.098
* Switch Pwr at 0.1763 mW
* Yosys cell count at 125
* Met2 WL at 1.627 mm
* Layout Skew at 0.003839 ns
* Clk network pwr share at 19.1%
* Port bufs at 49
* #FFs+latches synth at 8
* Setup tns final at 0 ns
* CP Data Arrival Time at 3.01 ns
* Avg Cell Area, Syn at 9.289 um2
* # hold bufs at CTS at 0
* Yosys stat chip area at 0.001161 mm2
* HPWL Detailed at 3.213 mm
* FFs w/ async S/R, synth at 100.0%
* Clock latency (worst-skew pair) at 0.22 ns
* Wire length on met3 at 231 um
* Dominant Register Cell: dfrtp_1
* Post-layout util at 29.06%
* DIE WIDTH at 105 um
* DRC at 0
[worst max-delay path, cell delays in order, from the launching register on]
cell,delay (ns)
dfstp_2,0.63
nand4_2,0.11
or4b_4,0.53
nand4_4,0.11
or2_4,0.19
o32ai_2,0.10
buf_4,0.17
ha_1,0.28
nand2_1,0.05
mux2i_1,0.13
clkdlybuf4s50_1,0.49
[logic make-up (layout without fill, tap and decap cells)]
family | after synthesis | in the layout
compound gates | 36 | 36
xor+xnor | 7 | 7
fa+ha+maj | 6 | 6
buf+inv | 21 | 87
flops | 8 | 8
mux | 15 | 15
simple gates | 32 | 32
[metal layers]
| layer | GRT usage, % | up-vias |
|---|---|---|
| met1 | 9.944 | 529 |
| met4 | 0.7843 | 0 |
| met3 | 1.863 | 2 |
| met2 | 10.36 | 38 |
| li1 | - | 607 |
| met5 | 0 | - |
[path summary, 6_finish.rpt]
path	startpoint	endpoint	slack, ns	cells after the start
worst max-delay path	rot_reg_inst.parallel_out[7]	cathodes_out[5]	0.03	10
worst min register to register	rot_reg_inst.parallel_out[1]	rot_reg_inst.parallel_out[0]	0.59	1
min in group asynchronous	cpu_rst_n	rot_reg_inst.parallel_out[3]	0.81	1
worst max register to register	rot_reg_inst.parallel_out[6]	rot_reg_inst.parallel_out[5]	2.77	2
worst min-delay path	rot_reg_inst.parallel_out[1]	rot_reg_inst.parallel_out[0]	0.59	1
max in group asynchronous	cpu_rst_n	rot_reg_inst.parallel_out[7]	2.69	1
[stage by stage]
stage	setup slack (ns)	power, mW
2_1_floorplan	0.5321	0.2829
3_3_place_gp	-0.04387	0.4172
3_5_place_dp	-0.02896	0.4167
4_1_cts	-0.002071	0.5328
5_1_grt	-0.1284	0.5883
6_report	0.02932	0.5408
[synth_stat cells, drive strengths merged (3+ instances only)]
master | count | area share [%]
nand2 | 6 | 1.9
o21ai | 7 | 3.0
xnor2 | 4 | 3.0
a22oi | 7 | 4.5
a21oi | 4 | 1.7
nand3 | 4 | 1.7
buf | 10 | 6.9
a22o | 4 | 3.0
o32ai | 3 | 3.6
xor2 | 3 | 2.3
dfrtp | 7 | 15
nor3b | 3 | 2.8
mux2i | 8 | 6.9
nand4b | 3 | 2.3
nand4 | 3 | 3.4
mux2 | 7 | 6.8
ha | 6 | 6.5
inv | 10 | 3.2
[area by class of cell]
| type | count | area (um2) |
|---|---|---|
| repair buffers | 73 | 668.1 |
| well taps | 96 | 120.1 |
| multi-input cells | 96 | 932.1 |
| inverters | 10 | 37.54 |
| flip-flops and latches | 8 | 203.9 |
| clock buffers | 4 | 45.04 |
| fillers | 736 | 4900 |
[power groups by stage]
| stage | Combinational (mW) | Sequential (mW) | Clock, mW |
|---|---|---|---|
| CTS | 0.273 | 0.153 | 0.107 |
| global route | 0.314 | 0.161 | 0.113 |
| finish | 0.282 | 0.155 | 0.103 |
[timing repair]
action | in CTS | in global routing
pin swaps | 5 | 11
endpoints found under the setup margin | 7 | 7
setup buffers | 3 | 2
gates resized | 7 | 16
Power figures rest on the tool's default switching activity, not on a simulated workload.
