<file path="/design/flow/design.v">
module button_counter #(parameter CAPTURE_TIME = 64)(  
    input clk, 
    input CE,
    input reset_n,
    input center_button,
    input [7:0] data,
    input [1:0] delay,
    input [1:0] bytes2send,
    output reg start_latch,
    output reg [7:0] data_latch,
    output reg [14:0] bytes_to_send,
    output reg [1:0] delay_latch, 
    output reg [7:0] delay_disp
    );
reg [15:0] count;  
always @(posedge clk or negedge reset_n) begin   
    if(!reset_n) begin
        count <= 0;   
        data_latch <= 0;
        bytes_to_send <= 0;
        delay_latch <= 0;
        delay_disp <= 0;
        start_latch <= 0;
    end else if(CE) begin
        if (center_button) begin
            if (count == CAPTURE_TIME) begin
                count <= 0;
                data_latch <= data;
                delay_latch <= delay;
                start_latch <= center_button;
                case(delay) 
                    2'b00:  delay_disp = 8'h00;
                    2'b01:  delay_disp = 8'h05;  
                    2'b10:  delay_disp = 8'h10;  
                    2'b11:  delay_disp = 8'h20;  
                    default: delay_disp = 8'h00;
                endcase
                case (bytes2send)
                    2'b00:  bytes_to_send = 1;
                    2'b01:  bytes_to_send = 32;  
                    2'b10:  bytes_to_send = 128;   
                    2'b11:  bytes_to_send = 256;  
                    default: bytes_to_send = 1;
                endcase
            end else begin
                count <= count+1;
                start_latch <= 0;
            end
        end else begin 
            start_latch <= 0;
            count <=0;
        end
    end end
endmodule
</file>
<file path="/design/flow/run.sh">
#!/bin/bash
# OpenROAD 26Q1-2900-gdf79404cd8, Yosys 0.63+post, stock flow scripts
make -C /OpenROAD-flow-scripts/flow DESIGN_CONFIG=/design/flow/config.mk WORK_HOME=/design/flow/orfs finish
</file>
<file path="/design/flow/config.mk">
export PLATFORM = sky130hd
export DESIGN_NAME = button_counter
export DESIGN_NICKNAME = button_counter
export VERILOG_FILES = /design/flow/design.v
export SDC_FILE = /design/flow/constraint.sdc
export NUM_CORES = 4
export LEC_CHECK = 1
export CORE_AREA = 10 10 104 104
export DIE_AREA = 0 0 114 114
</file>
<file path="/design/flow/constraint.sdc">
current_design button_counter

set clk_period 4.2
set clk_io_pct 0.2

create_clock -name clk0 -period $clk_period [get_ports {clk}]

set non_clock_inputs [all_inputs -no_clocks]
set_input_delay [expr $clk_period * $clk_io_pct] -clock clk0 $non_clock_inputs
set_output_delay [expr $clk_period * $clk_io_pct] -clock clk0 [all_outputs]
</file>
==> results.txt <==
height of the die -> 114 um
first-pass GRT wire length -> 6530 um
clk sink count -> 34
YS chip area -> 1810 um2
Reg-to-Reg Start -> count[0]
Seq share, synth -> 47.0%
Via density -> 4.21
CP Data Required Time -> 4410 ps
met2 usage -> 8.50%
WHS -> 494 ps
port bufs -> 34
final setup fails -> 0
crit path capture type -> flip-flop
status -> completed
crit start category -> input pin
max_slew headroom -> 61.9%
drt first pass iters -> 4
Largest delay share family, worst path -> buffers and inverters
Placed Cells -> 309
Diodes inserted -> 0
Init Core Util -> 20.8%
max incr delay on CP -> 720 ps
ys cells -> 174
Filler cells -> 917
RSZ-0062 raised after global routing -> false
Syn. warnings -> 1
kind of critical path -> input pin to flip-flop
Pwr Density -> 432 nW/um2
fin cells -> 317
HPWL Detailed -> 2860 um
Post-synth ARST share -> 100%
Area Overhead vs Synth -> 27.7%
Lkg Pwr -> 0.986 nW
Final Skew -> 13.2 ps
Data arrival, critical path -> 2880 ps
Final ANT Viol Nets -> 0
worst vdd ir -> 246 uV
Mapped Area -> 1810 um2
FF-to-FF End -> data_latch[6]
Root Driver -> clkbuf_8
GRT Residual Overflow -> 0
critical path, cell by cell -> clkdlybuf4s50_1 -> nand2_1 -> a41o_2 -> nor3_1 -> nor2_1 -> a31oi_1
final hold violation count -> 0
Post-Syn Instances -> 174
# DRC -> 0
hold-fix buffer count after cts -> 0
1st-iter DRT viols -> 102
FF+latch count, synth -> 34
maximum operating frequency -> 0.374 GHz
overall routing resource usage -> 5.84%
vias in the first global route -> 1310
beginning of the worst hold path -> start_latch
Levels on crit path -> 6
worst min path class -> flip-flop to flip-flop
DR WL/cell -> 12.4 um
Dominant flop cell -> dfrtp_1
die width -> 114 um
crit path buf inv count -> 1
Cell Rows -> 34
clk latency of the worst-skew pair -> 290 ps
count of library flops with an enable pin -> 0
WHS Endpoint -> start_latch
WL final -> 3930 um
Num CTS Buffers -> 5
r2r setup slk -> 1950 ps
GR Layer Usage met1 -> 8.75%
WHS Path Cells -> 1
Tool Warnings -> 26
Slew Viols, Final -> 0
worst slew pin tran -> 568 ps
cycle use final -> 63.6%
GR peak layer -> met1
Avg Cell Area, Syn -> 10.4 um2
crit path max-delay cell type -> clkdlybuf4s50_1
GRT met3 Usage -> 1.33%
Core ar. -> 8680 um2
Pwr Total -> 0.998 mW
via count -> 1333
post-cts sizing count -> 0
R2R depth -> 6
CP Max Fanout -> 15
post-CTS repair timing setup buffer count -> 0
Tmin final -> 2670 ps
distinct lib cells -> 37
Chip Area -> 13000 um2
CTS H-Tree Depth -> 2
RePlAce Congestion -> 0.838
CTS max path bufs -> 2
top-level I/O count -> 50
largest net degree at the start of global routing -> 35
share of layout cells above drive strength 1 -> 13.4%
setup TNS -> 0 ps
Clock transition at path regs -> 80 ps
Max-Cap Viols -> 0
post-layout util -> 26.6%
Top Layout Cells -> 34 x dfrtp_1, 34 x clkdlybuf4s50_1, 25 x o21ai_0, 23 x nand2_1, 15 x conb_1
initial antenna violation count -> 0
CTS tree -> done
[metrics by stage]
step	instance area, um2	setup slack [ps]
CTS	2310	1580
floorplan	1860	2260
detailed placement	2170	1300
global placement	2170	1360
finish	2310	1530
global route	2310	1390
[cell usage after synthesis, types with 2 or more instances]
cell / number / area share [%]
a21oi_1: 2 / 0.55
a31oi_1: 5 / 1.7
buf_2: 2 / 0.55
buf_4: 17 / 7.1
dfrtp_1: 34 / 47
ha_1: 2 / 1.4
inv_1: 4 / 0.83
mux2_2: 7 / 4.4
mux2_4: 3 / 2.5
nand2_1: 23 / 4.8
nand3_1: 13 / 3.6
nand3b_1: 4 / 1.7
nand4_1: 2 / 0.69
nor2_1: 4 / 0.83
nor3_1: 3 / 0.83
nor4_1: 2 / 0.69
nor4_4: 2 / 2.4
o21ai_0: 25 / 6.9
o31ai_1: 2 / 0.83
[routing by layer]
metal  part of all wire (%)  wire length, um  up-vias
met3                    3.9              152        7
met2                     47             1830       33
met5                      0                0        -
met1                     48             1880      636
li1                       -                -      657
met4                    1.6               64        0
[power breakdown]
part           leakage [nW]  internal (mW)  total, mW  switching (mW)
clock network        0.0683          0.238      0.365           0.127
registers             0.454          0.385      0.417          0.0322
logic                 0.463          0.152      0.216          0.0637
total                 0.986          0.775      0.998           0.223
[state kept, by name (all words and copies together) (netlist names)]
| name | count |
|---|---|
| start_latch | 1 |
| delay_disp | 3 |
| bytes_to_send | 4 |
| data_latch | 8 |
| delay_latch | 2 |
| count | 16 |
[worst max-delay path by stage]
stage     slack, ps        to  start
4_1_cts        1580  count[5]     CE
5_1_grt        1390  count[5]     CE
6_report       1530  count[5]     CE
[final cells by class]
type	instances	area, um2	area share (%)
Inverter	4	15.0	0.650
Clock buffer	5	68.8	2.98
Clock inverter	3	68.8	2.98
Timing Repair Buffer	35	348	15.1
Sequential cell	34	851	36.8
Tap cell	108	135	5.85
Multi-Input combinational cell	128	823	35.6
[cell families after synthesis]
| group | count (synthesis) | synth area share [%] |
|---|---|---|
| flops | 34 | 47.0 |
| compound gates | 40 | 13.1 |
| fa+ha+maj | 2 | 1.38 |
| simple gates | 59 | 20.1 |
| xor+xnor | 2 | 0.968 |
| other cells | 1 | 0.207 |
| mux | 10 | 6.85 |
| buf+inv | 26 | 10.4 |
No activity file was given, so power comes from the tool's default toggle rates.
