===== flow/run.sh =====
#!/bin/bash
# OpenROAD 26Q1-2900-gdf79404cd8, Yosys 0.63+post, stock flow scripts
make -C /OpenROAD-flow-scripts/flow DESIGN_CONFIG=/design/flow/config.mk WORK_HOME=/design/flow/orfs finish

===== flow/config.mk =====
export PLATFORM = sky130hd
export DESIGN_NAME = uart_tx_phy_fsm
export DESIGN_NICKNAME = uart_tx_phy_fsm
export VERILOG_FILES = /design/flow/design.v
export SDC_FILE = /design/flow/constraint.sdc
export NUM_CORES = 4
export LEC_CHECK = 1
export CORE_AREA = 10 10 110 110
export DIE_AREA = 0 0 120 120

===== flow/constraint.sdc =====
current_design uart_tx_phy_fsm

set clk_period 3.9
set clk_io_pct 0.2

create_clock -name clk0 -period $clk_period [get_ports {system_clock}]

set non_clock_inputs [all_inputs -no_clocks]
set_input_delay [expr $clk_period * $clk_io_pct] -clock clk0 $non_clock_inputs
set_output_delay [expr $clk_period * $clk_io_pct] -clock clk0 [all_outputs]

===== flow/design.v =====
module uart_tx_phy_fsm(
    input system_clock,
    input clock_enable,
    input rst_n,
    input center_push,
    input [7:0] data_in,
    input [1:0] delay,
    output reg tx_busy,
    output reg Tx
    );
localparam int CNT_50MS = 2881/2;
localparam int CNT_100MS = 5761/2;
localparam int CNT_200MS = 11521/2;
typedef enum logic [2:0] {IDLE,START,DATA,STOP,WAIT} state_e;
state_e current_state, next_state;
reg [3:0] data_counter;
reg [7:0] data_reg; 
reg [14:0] delay_val;
reg [14:0] count_delay;
always @(*) begin
    case(delay)
        2'b00: delay_val = 0;  
        2'b01: delay_val = CNT_50MS;  
        2'b10: delay_val = CNT_100MS;  
        2'b11: delay_val = CNT_200MS;  
        default: delay_val = 0;  
    endcase
end
always @(posedge system_clock or negedge rst_n) begin
    if (!rst_n) current_state <= IDLE;
    else if(clock_enable) current_state <= next_state;
end
always @(posedge system_clock or negedge rst_n) begin
    if(!rst_n) begin
        Tx <= 1;
        data_counter <= 0;
        count_delay <= 0;
        tx_busy  <= 0;
        data_reg <= 0;
        end else if(clock_enable) begin
    case (next_state) 
    IDLE: 
        begin
            Tx <= 1;
            tx_busy <= 0;
        end
    START: 
        begin
            tx_busy <= 1;
            Tx <= 0;
            data_counter <= 0;
            data_reg <= data_in; 
        end
    DATA: 
        begin
            data_counter <= data_counter+1;
            Tx <= data_reg[0];
            data_reg <= { 1'b0 ,data_reg[7:1]};  
        end
    STOP: 
        begin
            Tx <= 1;
            count_delay <= 0;
        end
     WAIT: 
     begin
         count_delay <= count_delay + 1;
     end
        default: begin Tx <= 1'b0; data_counter <=0; tx_busy <= 0; end 
    endcase
    end
end
always @(*) begin
    case(current_state)        
        IDLE: next_state = (center_push == 1) ? START : IDLE;
        START: next_state = (current_state == START) ? DATA : START;
        DATA: next_state = (data_counter == 8) ? STOP : DATA;
        STOP: next_state = (delay_val == 0) ? IDLE : WAIT;  
        WAIT: next_state = (count_delay == delay_val) ? IDLE : WAIT;
        default: next_state = IDLE;
    endcase
end
endmodule

==> flow_summary.json <==
{
  "worst_pin_slew_ns": 0.745,
  "dieHeight_um": 120,
  "io_buffers": 15,
  "critPathRequiredTime_ns": 4.06,
  "cp-start-kind": "input pin",
  "regArea_um2": 853,
  "maxSlewViolCount": 0,
  "lay_top_cells": "32 x dfrtp_1, 18 x inv_1, 15 x nor2_1, 15 x clkdlybuf4s50_1",
  "clock_sinks": 34,
  "rsz0062_at_grt": "no",
  "setup_violations": 0,
  "worst-r2r-setup-slack_ns": 1.24,
  "combPwrFrac_pct": 36.6,
  "cp-end-kind": "register",
  "holdPathStages": 1,
  "cts_buffers": 5,
  "endpoint": "count_delay[9]$_DFFE_PN0P_",
  "ant_nets": 0,
  "ys.flop_type": "dfrtp_1",
  "chipWidth_um": 120,
  "clockPowerShare_pct": 24.0,
  "num_vias": 1714,
  "post-route-drc-count": 0,
  "synth-async-reset-ratio_pct": 100,
  "ys_ff": 34,
  "swShare_pct": 34.3,
  "max_cap_viol_count": 0,
  "tool_warnings": 30,
  "antenna_cells": 0,
  "post-cts-setup-buffers": 0,
  "top_area_cell": "dfrtp_1",
  "ys_cells": 225,
  "cts_tree": "built",
  "grt_pass1_vias": 1649,
  "arrival_ns": 3.56,
  "rr_endpoint": "count_delay[9]$_DFFE_PN0P_",
  "status": "completed",
  "dp_hpwl_um": 3360,
  "firstDrtPassIters": 4,
  "path_clk_slew_ns": 0.07,
  "grt_overflow": 0,
  "pre_cts_ws_ns": 0.226,
  "routabilityCongestion": 0.809,
  "crit_start": "delay[1]",
  "grt_pass1_wl_um": 8070,
  "ys_seq_share_pct": 40.4,
  "coreArea_um2": 9770,
  "core.rowCount": 36,
  "postCtsHoldBufs": 0,
  "fp-utilization_pct": 21.6,
  "htree_levels": 2,
  "crit_fanout": 15,
  "dieArea_um2": 14400,
  "yosys_area_um2": 2110,
  "relSlewSlack_pct": 50.3,
  "grt_start_max_net_pins": 35,
  "antenna_found_initial": 0,
  "dpl.cell_count": 373,
  "tns_ns": 0,
  "wl_um": 4740,
  "comb_area_um2": 1160,
  "area_growth_pct": 21.2,
  "edf_count": 0,
  "yosysTopAreaCellShare_pct": 37.9,
  "power_frac_seq_pct": 39.4,
  "max-clock-path-buffers": 2,
  "syn_area_um2": 2110,
  "largest_reg_flops": 15,
  "clock_latency_ns": 0.28,
  "cts-root-buf": "clkbuf_8",
  "hold_violations": 0,
  "drt_iter0_drc": 63,
  "period_needed_ns": 3.40,
  "grt_usage_pct": 6.57,
  "nFillCells": 1039,
  "lay_top_count": "dfrtp_1",
  "ys_top_cells_by_area": "dfrtp_1 38%, a211o_1 5.0%, ha_1 4.7%",
  "crit_type": "input pin to register",
  "powerDensity_nw_per_um2": 511,
  "rr_worst_depth": 9,
  "clock.fmax_ghz": 0.294,
  "period_used_pct": 87.1,
  "yosysUniqueCellTypes": 46,
  "intPower_mw": 0.860,
  "synth.avg_cell_area_um2": 9.40,
  "post-route-worst-setup-slack_ns": 0.502,
  "switchingPower_mw": 0.450,
  "cts_resized": 0,
  "avgRoutedWirePerCell_um": 12.4,
  "ys_warn_count": 1,
  "layout-drive-gt1-share_pct": 16.5,
  "io_pins": 16,
  "worst_ir_drop_vdd_uv": 228,
  "fin_util_pct": 26.2,
  "reg2reg_from": "count_delay[0]$_DFFE_PN0P_",
  "syn_inst": 225,
  "final_cells": 381,
  "skew_ns": 0.00835,
  "hp-class": "register to register",
  "power_leakage_nw": 1.22,
  "via_per_inst": 4.50
}
## worst max-delay path: stages
cell             delay (ns)
clkdlybuf4s50_1        0.51
inv_1                  0.07
ha_1                   0.22
or4_4                  0.54
a22oi_2                0.19
nand4_4                0.20
a2111oi_4              0.45
o21ai_2                0.07
buf_4                  0.21
a211o_1                0.30
## layout make-up
cell class / instances / share of cell area, %
multi-input combinational: 165 / 45.2
sequential: 34 / 33.3
timing repair buffer: 23 / 8.20
tap: 133 / 6.49
clock buffer: 7 / 2.98
inverter: 18 / 2.64
clock inverter: 1 / 1.17
## metrics by stage
stage | total power, mW | cell area (um2) | hold slack, ns
3_3_place_gp | 0.995 | 2460 | 0.486
4_1_cts | 1.32 | 2560 | 0.508
2_1_floorplan | 0.841 | 2110 | 0.448
3_5_place_dp | 1.00 | 2460 | 0.489
5_1_grt | 1.40 | 2560 | 0.561
6_report | 1.31 | 2560 | 0.511
## how the worst min path moves through the flow
stage / startpoint / endpoint / slack (ns)
final: data_reg[7]$_DFFE_PN0P_ / data_reg[7]$_DFFE_PN0P_ / 0.51
after global routing: current_state[4]$_DFF_PN0_ / current_state[4]$_DFF_PN0_ / 0.56
after CTS: data_reg[7]$_DFFE_PN0P_ / data_reg[7]$_DFFE_PN0P_ / 0.51
## Yosys cell counts (2+ instances only)
cell,number
o211ai_1,2
inv_1,18
nor2_1,15
nor3b_1,6
xor2_1,4
a211oi_1,2
nor4_1,4
a22o_1,3
nor3_1,7
a21oi_1,6
a211o_1,12
a21o_1,4
nand3_1,11
nand2_1,10
o221a_2,7
or3_1,2
or2_2,10
ha_1,8
o21ai_0,10
nand2b_1,2
dfstp_2,2
clkbuf_1,6
and3_1,12
nand4_1,3
o21ai_1,2
a31oi_1,6
dfrtp_1,32
## layer usage
metal,track usage (%),routed length [um],up-vias
met3,1.86,205,4
met5,0,0,-
met4,0.679,34,0
met2,9.63,1990,23
li1,-,-,880
met1,9.77,2510,807
## logic make-up (layout without fill, tap and decap cells)
family | Yosys count | after routing | synth area share [%]
simple gates | 89 | 89 | 24.3
compound gates | 63 | 63 | 23.6
flops | 34 | 34 | 40.4
buf+inv | 26 | 49 | 4.85
fa+ha+maj | 8 | 8 | 4.73
xor+xnor | 4 | 4 | 1.66
mux | 1 | 1 | 0.533
## power by group through the flow
| stage | registers (mW) | clock network [mW] | logic, mW |
|---|---|---|---|
| 6_report | 0.516 | 0.314 | 0.479 |
| 5_1_grt | 0.532 | 0.339 | 0.533 |
| 4_1_cts | 0.515 | 0.326 | 0.481 |
Power and IR drop assume default switching activity.
